--- flow/run.sh ---
#!/bin/bash
# OpenROAD 26Q1-2900-gdf79404cd8, Yosys 0.63+post, stock flow scripts
make -C /OpenROAD-flow-scripts/flow DESIGN_CONFIG=/design/flow/config.mk WORK_HOME=/design/flow/orfs finish
--- flow/config.mk ---
export PLATFORM = sky130hd
export DESIGN_NAME = shift
export DESIGN_NICKNAME = shift
export VERILOG_FILES = /design/flow/design.v
export SDC_FILE = /design/flow/constraint.sdc
export NUM_CORES = 4
export LEC_CHECK = 1
export CORE_UTILIZATION = 30
--- flow/design.v ---
module shift (vrst, rst, clk, rng_out, rd); 
input vrst,rst, clk, rd; 
output [7:0] rng_out; 
reg [31:0] out_tmp;
reg [31:0] tmp0;
reg [31:0] tmp1;
reg [31:0] tmp2;
reg [31:0] tmp3;
reg [31:0] tmp0_reg;
reg [31:0] tmp1_reg;
reg [31:0] tmp2_reg;
reg [2:0] cnt;
reg cnt_en;
reg cnt_rst;
parameter seed = 32'h8e20a6e5; 
assign rng_out = out_tmp[7:0];
 always @ (*) 
    begin 
      tmp1 = tmp0_reg^(tmp0_reg << 13); 
      tmp2 = tmp1^(tmp1 >> 17);
      tmp3 = tmp2^(tmp2 << 5);	  
    end 
 always @ (posedge clk) 
   if (~vrst)
   begin
	tmp0_reg <= seed;
	tmp1_reg <= 32'h0;
	tmp2_reg <= 32'h0;
	out_tmp  <= 32'h0;
	cnt_en <= 1'b0;
	cnt <= 0;
   end
   else if(rst)
   begin
    tmp0_reg <= tmp0_reg;
    out_tmp <= out_tmp;
	cnt_en <= 1'b0;
	cnt_rst <= 1'b0;
	cnt <= 0;
   end
   else begin
     if (rd)
      begin 
		cnt <= cnt + 1;
	    if (cnt == 3'h3) begin
	      	out_tmp <= tmp3;
	    end
	    if (cnt == 3'h2) begin
	      	tmp0_reg <= tmp3;
	    end
	    if (cnt == 3'h3) begin
		cnt <= 0;
	    end
	   if (cnt < 3'h3) begin
	      	out_tmp <= out_tmp >> 8;	   
	    end
     end 
	 else begin
		cnt <= cnt;
	   	out_tmp <= tmp3;
	 end
   end
endmodule
--- flow/constraint.sdc ---
current_design shift

set clk_period 4.8
set clk_io_pct 0.2

create_clock -name clk0 -period $clk_period [get_ports {clk}]

set non_clock_inputs [all_inputs -no_clocks]
set_input_delay [expr $clk_period * $clk_io_pct] -clock clk0 $non_clock_inputs
set_output_delay [expr $clk_period * $clk_io_pct] -clock clk0 [all_outputs]
==> reports/metrics.csv <==
metric,value,unit
final.setup.tns,0,ns
ys_cells,442,
clockBufferDepth,2,
lay_top_cells,"dfxtp_1 (67), o21ai_0 (39), a21oi_1 (38), xnor2_1 (36), nand2_1 (28)",
aoi_share,18.45,%
drcViolationCount,0,
relSlewSlack,40.06,%
startpoint_type,input pin,
ys.flops,67,
grt_pass1_vias,3036,
holdWs,0.4714,ns
grt_setup_unrepaired,no,
die_w,120.5,um
ys_seq_share,31.86,%
syn-cell-area,4210,um^2
power_frac_clock,47.0,%
finalSetupViolations,0,
grt_usage,14.37,%
sw_frac_of_total,24.51,%
dp_hpwl,6.014,mm
p_total,1.269,mW
clk-insertion-delay-late,0.33,ns
placed_cells,584,
fp-row-count,42,
first_iter_violations,154,
yosys.cell_types.count,44,
initCoreUtil,31.30,%
wl,9.347,mm
simple_gate_area_share,13.49,%
tightest_slew,0.8981,ns
antenna_found_initial,0,
placed_cell_area,4327,um^2
critPathArrivalTime,3.60,ns
insertedDiodeCount,0,
io_buffers,11,
p_comb_share,7.1,%
die_y,120.5,um
synth-area-yosys,4210,um^2
fin_crit_sh,69.80,%
nFillCells,1411,
cts_root_buf,clkbuf_16,
final_max_slew_viol_count,0,
yosysWarnings,1,
avgRoutedWirePerCell,15.58,um
r2r_slack,2.33,ns
cts_sinks,67,
htreeDepth,3,
clk_pin_slew_worst_paths,0.06,ns
syn_inst,442,
powerDensity,276.1,nW/um^2
die_area,14510,um^2
place.gp.congestion,0.8641,
cp_data_required_time,5.05,ns
grt.overflow.total,0,
via_per_inst,5.105,
final_area,4597,um^2
numCtsBuffers,9,
firstDrtPassIters,5,
power.leakage,1.689,nW
p_sw,0.3111,mW
ir_drop,0.0001514,V
post_cts_buffers,0,
synthFlopType,dfxtp_1,
xor_share,28.53,%
drive_gt1_share,8.255,%
fin_cells,600,
ant_nets,0,
io_pins,12,
hold_buffers,0,
async_flop_share,0,%
period_minus_slack,3.351,ns
cap_viol_max_count,0,
grt_pass1_wl,15.96,mm
syn_to_final_growth,9.183,%
logic_family,XOR/XNOR gates,
warnings,26,
mux_share,0.4755,%
cp_max_fo,55,
ys_sh_adder,0.5944,%
grt_max_degree,56,
core_area,13450,um^2
p_seq_share,45.9,%
critical_path_class,in2reg,
lay_top_count,dfxtp_1,
skew,0.006771,ns
vias,3063,
edf_count,0,
status,"complete, no violations",
cts_resized,0,
avgSynthCellArea,9.526,um^2
hp-class,reg2reg,
cts_tree,built,
hold_violations,0,
clock.fmax,298.5,MHz
internal_power,0.9582,mW
cp-end-kind,flop,
==> through the flow <==
step | setup slack (ns) | util, %
after floorplan | 2.595 | -
after global placement | 1.268 | 32.16
after detailed placement | 1.174 | 32.16
after CTS | 1.519 | 34.17
after global routing | 1.264 | 34.17
final | 1.449 | 34.17
==> logic make-up (layout without fill, tap and decap cells) <==
group | count (synthesis) | count (layout)
flip-flops | 67 | 67
buffers and inverters | 55 | 37
AND-OR/OR-AND | 125 | 125
XOR/XNOR | 84 | 84
multiplexers | 2 | 2
adder cells (fa/ha/maj) | 2 | 2
AND/OR/NAND/NOR | 107 | 107
==> cell usage after synthesis, types with 3 or more instances <==
cell | n | area share, %
o22ai_1 | 4 | 0.59
nand4_1 | 4 | 0.59
dfxtp_1 | 67 | 32
or4_1 | 4 | 0.71
or3_1 | 24 | 3.6
xor3_1 | 5 | 2.8
nand3b_1 | 4 | 0.71
a211oi_1 | 5 | 0.89
o31ai_1 | 4 | 0.71
a311oi_1 | 4 | 0.83
o2111ai_1 | 13 | 2.7
nand2_1 | 28 | 2.5
o21ai_0 | 39 | 4.6
o211a_1 | 6 | 1.4
xnor2_4 | 3 | 2.0
buf_4 | 11 | 2.0
and2_1 | 3 | 0.45
buf_2 | 18 | 2.1
a21oi_1 | 38 | 4.5
xor2_1 | 13 | 2.7
clkbuf_1 | 21 | 1.9
xnor2_1 | 36 | 7.5
xnor2_2 | 4 | 1.5
nand2b_1 | 4 | 0.59
nand3_1 | 17 | 2.0
nor2_1 | 13 | 1.2
o211ai_1 | 7 | 1.2
xnor3_1 | 21 | 11
==> critical path: stages <==
cell	delay, ns
clkdlybuf4s50_1	0.62
and2b_1	0.45
nand3_2	0.77
or3_1	0.62
a21oi_1	0.17
==> path summary, 6_finish.rpt <==
path	startpoint	to	depth (start not counted)
max	rd	tmp0_reg[20]	5
min reg2reg	out_tmp[15]	out_tmp[7]	2
max reg2reg	cnt[2]	tmp0_reg[20]	4
min	out_tmp[15]	out_tmp[7]	2
==> final cells by class <==
type | instances | area (um^2) | area share, %
Sequential cell | 67 | 1341 | 29.18
Inverter | 4 | 15.01 | 0.3266
Clock inverter | 7 | 45.04 | 0.9799
Timing Repair Buffer | 17 | 155.1 | 3.375
Multi-Input combinational cell | 320 | 2595 | 56.45
Clock buffer | 9 | 225.2 | 4.899
Tap cell | 176 | 220.2 | 4.790
==> power groups by stage <==
stage                 clock network (mW)  logic (mW)  registers [mW]
final                              0.597      0.0898           0.583
after global routing               0.641       0.100           0.585
after CTS                          0.612      0.0902           0.583
==> metal layers <==
layer | global-route usage (%) | part of all wire, % | wire length (um)
met1 | 22.23 | 48 | 4476
met2 | 20.91 | 45 | 4206
met3 | 3.324 | 4.9 | 454
met4 | 3.086 | 2.2 | 208
met5 | 0 | 0 | 0
Power figures rest on the tool's default switching activity, not on a simulated workload.
